`/design/flow/constraint.sdc`:
```
current_design RegFile

set clk_period 10.4
set clk_io_pct 0.2

create_clock -name clk0 -period $clk_period [get_ports {clk}]

set non_clock_inputs [all_inputs -no_clocks]
set_input_delay [expr $clk_period * $clk_io_pct] -clock clk0 $non_clock_inputs
set_output_delay [expr $clk_period * $clk_io_pct] -clock clk0 [all_outputs]
```
`/design/flow/config.mk`:
```
export PLATFORM = sky130hd
export DESIGN_NAME = RegFile
export DESIGN_NICKNAME = RegFile
export VERILOG_FILES = /design/flow/design.v
export SDC_FILE = /design/flow/constraint.sdc
export NUM_CORES = 4
export LEC_CHECK = 1
export CORE_UTILIZATION = 30
```
`/design/flow/run.sh`:
```
#!/bin/bash
# OpenROAD 26Q1-2900-gdf79404cd8, Yosys 0.63+post, stock flow scripts
make -C /OpenROAD-flow-scripts/flow DESIGN_CONFIG=/design/flow/config.mk WORK_HOME=/design/flow/orfs finish
```
`/design/flow/design.v`:
```
`timescale 1ns / 1ps
module RegFile#(
      parameter DATA_WIDTH   = 32,   
      parameter ADDRESS_WIDTH = 5,  
      parameter NUM_REGS = 32
   )
   (
   input  clk,  
   input  rst, 
   input  rg_wrt_en,  
   input  [ADDRESS_WIDTH-1:0] rg_wrt_dest,  
   input  [ADDRESS_WIDTH-1:0] rg_rd_addr1,  
   input  [ADDRESS_WIDTH-1:0] rg_rd_addr2,  
   input  [DATA_WIDTH-1:0] rg_wrt_data,  
   output wire [DATA_WIDTH-1:0] rg_rd_data1,  
   output wire [DATA_WIDTH-1:0] rg_rd_data2  
   );
integer 	 i;
reg [DATA_WIDTH-1:0] register_file [NUM_REGS-1:0];
always @(negedge clk) begin
    if(rst==1'b0 && rg_wrt_en==1'b1)
        register_file[rg_wrt_dest] <=rg_wrt_data;
    else if(rst==1'b1)
	for (i=0;i<NUM_REGS;i=i+1)
		register_file[i]<=0;
end
assign rg_rd_data1 = register_file[rg_rd_addr1];
assign rg_rd_data2 = register_file[rg_rd_addr2];
endmodule
```
==> results.txt <==
Results of the flow run.

The number of nets with antenna violations after routing stands at 0. In this run the maximum-capacitance check reported violations numbering 0. By instance count, the leading cell after synthesis is sky130_fd_sc_hd__nand2_1. The die footprint stands at 0.181 sq mm. The first detailed-routing pass took 7 iterations. By area the synthesized netlist is led by sky130_fd_sc_hd__dfxtp_1, sky130_fd_sc_hd__mux2i_1, sky130_fd_sc_hd__nand2_1. After global routing the overflow that remains totals 0. Gates resized during post-CTS repair numbered 0. Setup repair after global routing left no endpoint under its margin. Synthesis produced a netlist whose cell count is 6,915. Looking at the VDD voltage map, the peak drop is 0.000142 V.

Entering global routing, the biggest net connects 140 pins. The cell total in the yosys stat output stands at 6,915. The region available for standard cell placement spans 0.178 sq mm. The filler cells instantiated in the layout total 17,600. The synthesized area stands at 0.0538 sq mm.

The initial antenna violation count came to 5. Total power normalized to cell area comes to 165 mW/mm^2. Looking at hold timing, the worst path starts from register_file[26][12]. Buffers inserted to repair hold after CTS numbered 0. Yosys reports that the leading cell type by area covers 38.1% of the netlist area. The chip height stands at 425 um. The final hold violation count stands at 0.

Counting the buffers created by CTS gives 109. The sequential cell area fraction in the yosys report stands at 38.1%. STA puts the critical path data arrival time at 8.29 ns.

Pin placement for this block handled 114 I/O pins. The number of enable-type register cells in the synthesized netlist stands at 0. The final tally of max-slew violations stands at 0. The via count of the first global-routing pass stands at 53,200. The layout overhead on the synthesized area stands at 18.9%. Across all stage logs, warnings added up to 1,033. Headroom to the max-slew limit came out at 35.1%. The post-CTS setup buffer count stands at 0. STA classifies the critical path startpoint as a flip-flop.

The number of placement rows stands at 155. The most used flip-flop cell after synthesis is sky130_fd_sc_hd__dfxtp_1. The clock slew at the register clock pins of the worst setup and hold paths stands at 0.03 ns. The via count stands at 54,800.

The routed length per placed instance stands at 21.5 um. The routability congestion estimate stands at 0.891. The largest total area in the synthesized netlist belongs to sky130_fd_sc_hd__dfxtp_1. TritonCTS built the clock tree. The distinct cell type count of the synthesized netlist stands at 34. The die width stands at 425 um. The placement-stage worst setup slack stands at 0.686 ns. The share of the core area taken by cells at floorplan is 30.2%. The first-pass GRT wire length stands at 321 mm. According to the timing report, the critical path is launched from register_file[2][29]. The remaining design rule violation count stands at 0.

The maximum clock insertion buffer count stands at 3. The run finished with clean final reports. The registers reported with the highest flop counts are register_file x1024. Yosys reported a register bit count of 1,024. The clock insertion delay at the later pin of the skew report stands at 0.71 ns. The share of async-settable or async-resettable flops after synthesis stands at 0%. The total wire length stands at 218 mm. The transition time recorded at the tightest slew-check pin is 0.971 ns. The via-per-instance ratio stands at 5.40. The clock arrives with 0 ns of skew. Per the final layout report, the fraction of cells sized above drive strength 1 comes to 5.84%. For this run, the number of Yosys warnings is 1.

The required arrival time at the worst endpoint stands at 8.32 ns. The number of flip-flops in the largest register stands at 1,024. In this run, the number of DRC markers left after iteration 0 of detailed routing was 5,765. CTS saw 1,024 sinks. The CTS H-tree depth stands at 3. The worst setup path is captured at an output port.

The synthesized chip area reported by yosys stands at 0.0538 sq mm. During placement, the flow inserted port buffers numbering 113. The worst hold path belongs to the class reg -> reg. register_file holds more flip-flops than any other register.

The final setup violation count stands at 0. The root buffer cell chosen for the clock tree is sky130_fd_sc_hd__clkbuf_16. Looking at the reg2reg group, the worst path starts from register_file[17][13]. The placed wire-length estimate after detailed placement stands at 122 mm.

Yosys reports that the most numerous cell types are sky130_fd_sc_hd__nand2_1, sky130_fd_sc_hd__a21oi_1, sky130_fd_sc_hd__dfxtp_1, sky130_fd_sc_hd__mux2i_1, sky130_fd_sc_hd__clkbuf_1. After routing, the total negative slack on setup checks comes to 0 ns. The critical path maximum fanout is 3. In the setup report, the worst path falls into the class reg -> out. The global routing report lists combined usage of all routing layers as 23.8%.

The average instance in the mapped netlist occupies 7.78 sq um. In this run the static leakage power is 26.8 nW. The least setup slack across all paths after layout stands at 0.0291 ns.
-- worst max-delay path, stage by stage (launching register included) --
cell and delay [ns]:
sky130_fd_sc_hd__dfxtp_1 0.35, sky130_fd_sc_hd__mux2i_1 0.09, sky130_fd_sc_hd__a22o_1 0.25, sky130_fd_sc_hd__nor3_1 0.51, sky130_fd_sc_hd__a31oi_1 0.32, sky130_fd_sc_hd__nand3_1 0.30, sky130_fd_sc_hd__clkdlybuf4s50_1 0.55
-- cell type report --
type                       count  area, sq um  area share (%)
multi-input combinational   5228        30000            46.9
sequential                  1024        20500            32.1
clock inverter              1113         4720            7.39
timing repair buffer         303         3000            4.69
tap                         2355         2950            4.61
clock buffer                 111         2780            4.34
antenna                        4         10.0          0.0157
inverter                       1         3.75         0.00587
-- per-stage QoR --
| step | std cells | instance area (sq um) | hold WS [ns] | total power [W] | utilization [%] |
|---|---|---|---|---|---|
| 4_1_cts | 10100 | 63900 | 0.463 | 0.0106 | 35.9 |
| 3_5_place_dp | 8912 | 56400 | 0.459 | 0.00554 | 31.7 |
| 5_1_grt | 10100 | 63900 | 0.475 | 0.0111 | 35.9 |
| 2_1_floorplan | 6915 | 53800 | 0.448 | 0.00516 | - |
| 6_report | 10100 | 63900 | 0.462 | 0.0105 | 35.9 |
| 3_3_place_gp | 8912 | 56400 | 0.453 | 0.00554 | 31.7 |
-- placed cells by master, fill, tap and decap left out, types with 111 or more instances in the layout --
| master | count |
|---|---|
| sky130_fd_sc_hd__buf_4 | 156 |
| sky130_fd_sc_hd__nand3_1 | 192 |
| sky130_fd_sc_hd__a22oi_1 | 192 |
| sky130_fd_sc_hd__dfxtp_1 | 1024 |
| sky130_fd_sc_hd__a21oi_1 | 1216 |
| sky130_fd_sc_hd__inv_1 | 1046 |
| sky130_fd_sc_hd__mux2i_1 | 1024 |
| sky130_fd_sc_hd__nand2_1 | 2252 |
| sky130_fd_sc_hd__a22o_1 | 128 |
| sky130_fd_sc_hd__clkbuf_16 | 111 |
-- per-layer routing --
metal  up-vias  global-route usage, %  share of wire [%]
li1      25300                      -                  -
met1     25800                   29.5                 38
met2      3036                   35.9                 45
met3       637                   8.89                 11
met4         2                   13.4                5.4
met5         -                      0             0.0060
-- final timing paths --
| path | slack [ns] | to | depth (start not counted) |
|---|---|---|---|
| worst max-delay path | 0.03 | rg_rd_data2[29] | 6 |
| worst min register to register | 0.46 | register_file[26][12] | 2 |
| worst min-delay path | 0.46 | register_file[26][12] | 2 |
| worst max register to register | 9.67 | register_file[17][13] | 2 |
-- power by group --
part | switching (W) | internal (W) | total (W)
clock network | 0.00273 | 0.00286 | 0.00558
logic | 0.000646 | 0.000301 | 0.000947
registers | 0.0000117 | 0.00398 | 0.00399
total | 0.00338 | 0.00713 | 0.0105
-- cell families after synthesis --
family	count (synthesis)	share of synthesized area, %
AND-OR/OR-AND	1600	16.8
buffers and inverters	663	6.43
flip-flops	1024	38.1
multiplexers	1024	19.1
AND/OR/NAND/NOR	2604	19.6
Power and IR drop assume default switching activity.
