--- design/flow/run.sh ---
#!/bin/bash
# OpenROAD 26Q1-2900-gdf79404cd8, Yosys 0.63+post, stock flow scripts
make -C /OpenROAD-flow-scripts/flow DESIGN_CONFIG=/design/flow/config.mk WORK_HOME=/design/flow/orfs finish
--- design/flow/config.mk ---
export PLATFORM = sky130hd
export DESIGN_NAME = instructionmemory
export DESIGN_NICKNAME = instructionmemory
export VERILOG_FILES = /design/flow/design.v
export SDC_FILE = /design/flow/constraint.sdc
export NUM_CORES = 4
export LEC_CHECK = 1
export CORE_AREA = 10 10 93 93
export DIE_AREA = 0 0 103 103
--- design/flow/constraint.sdc ---
current_design instructionmemory

set clk_period 3.3
set clk_io_pct 0.2

create_clock -name clk0 -period $clk_period

set non_clock_inputs [all_inputs -no_clocks]
set_input_delay [expr $clk_period * $clk_io_pct] -clock clk0 $non_clock_inputs
set_output_delay [expr $clk_period * $clk_io_pct] -clock clk0 [all_outputs]
--- design/flow/design.v ---
`timescale 1ns / 1ps
module instructionmemory#(
    parameter INS_ADDRESS = 9,
    parameter INS_W = 32
     )(
    input logic [ INS_ADDRESS -1:0] ra ,  
    output logic [ INS_W -1:0] rd  
    );
logic [INS_W-1 :0] Inst_mem [(2**(INS_ADDRESS-2))-1:0];
    assign Inst_mem[0] = 32'h00007033;
    assign Inst_mem[1] = 32'h00100093;
    assign Inst_mem[2] = 32'h00200113;
    assign Inst_mem[3] = 32'h00308193;
    assign Inst_mem[4] = 32'h00408213;
    assign Inst_mem[5] = 32'h00510293;
    assign Inst_mem[6] = 32'h00610313;
    assign Inst_mem[7] = 32'h00718393;
    assign Inst_mem[8] = 32'h00208433;
    assign Inst_mem[9] = 32'h404404b3;
    assign Inst_mem[10] = 32'h00317533;
    assign Inst_mem[11] = 32'h0041e5b3;
    assign Inst_mem[12] = 32'h02b20263;
    assign Inst_mem[13] = 32'h00108413;
    assign Inst_mem[14] = 32'h00419a63;
    assign Inst_mem[15] = 32'h00308413;
    assign Inst_mem[16] = 32'h0014c263;
    assign Inst_mem[17] = 32'h00408413;
    assign Inst_mem[18] = 32'h00b3da63;
    assign Inst_mem[19] = 32'h00208413;
    assign Inst_mem[20] = 32'hfe5166e3;
    assign Inst_mem[21] = 32'h00008413;
    assign Inst_mem[22] = 32'hfc74fee3;
    assign Inst_mem[23] = 32'h0083e6b3;
    assign Inst_mem[24] = 32'h018005ef;
    assign Inst_mem[25] = 32'h02a02823;
    assign Inst_mem[26] = 32'h16802023;
    assign Inst_mem[27] = 32'h03002603;
    assign Inst_mem[28] = 32'h00311733;
    assign Inst_mem[29] = 32'h00c50a63;
    assign Inst_mem[30] = 32'h0072c7b3;
    assign Inst_mem[31] = 32'h00235833;
    assign Inst_mem[32] = 32'h4034d8b3;
    assign Inst_mem[33] = 32'h000586e7;
    assign Inst_mem[34] = 32'h01614513;
    assign Inst_mem[35] = 32'h02e2e593;
    assign Inst_mem[36] = 32'h06f37613;
    assign Inst_mem[37] = 32'h00349693;
    assign Inst_mem[38] = 32'h00335713;
    assign Inst_mem[39] = 32'h4026d793;
    assign Inst_mem[40] = 32'h00a8a833;
    assign Inst_mem[41] = 32'h00a8b833;
    assign Inst_mem[42] = 32'h0028a813;
    assign Inst_mem[43] = 32'h0028b813;
    assign Inst_mem[44] = 32'hccccc837;
    assign Inst_mem[45] = 32'hccccc817;
    assign Inst_mem[46] = 32'h00902a23;
    assign Inst_mem[47] = 32'h01402103;
    assign Inst_mem[48] = 32'h01400183;
    assign Inst_mem[49] = 32'h01401203;
    assign Inst_mem[50] = 32'h01404283;
    assign Inst_mem[51] = 32'h01405303;
    assign Inst_mem[52] = 32'h00459693;
    assign Inst_mem[53] = 32'h02d00423;
    assign Inst_mem[54] = 32'h02802703;
    assign Inst_mem[55] = 32'h02d01423;
    assign Inst_mem[56] = 32'h02802703;
assign rd =  Inst_mem [ra[INS_ADDRESS-1:2]];  
endmodule
==> impl_metrics.env <==
# yosys + openroad results
export IMPL_grt_pass1_vias=2888
export IMPL_drv_slew=0
export IMPL_synth_cell_types=72
export IMPL_final_util_pct=52.6
export IMPL_worst_setup_path_type="in2out"
export IMPL_dp_hpwl_mm=8.12
export IMPL_routedWlPerCell_um=20.0
export IMPL_ys_warn_count=2274
export IMPL_postRouteAntennaNets=0
export IMPL_synth_area_um2=1980
export IMPL_syn_avg_cell_area_um2=6.34
export IMPL_p_seq_share_pct=0
export IMPL_io_pins=41
export IMPL_max_vdd_ir_drop_uv=73.4
export IMPL_hp_class="in2out"
export IMPL_hold_depth=5
export IMPL_p_leak_uw=0.00155
export IMPL_area_growth_pct=79.1
export IMPL_grt_pass1_wl_mm=15.7
export IMPL_grt_use_total_pct=19.0
export IMPL_yosysTopAreaCell="nand2_1"
export IMPL_swShare_pct=49.9
export IMPL_antenna_found_initial=0
export IMPL_critPathMaxStageDelay_ns=0.43
export IMPL_globalplace_congestion=1.02
export IMPL_power_internal_uw=223
export IMPL_synthTopCellsByArea="nand2_1 6.6%, a21oi_1 6.6%, buf_4 5.7%"
export IMPL_p_per_area_nw_per_um2=125
export IMPL_drt_pass1_iterations=5
export IMPL_p_sw_uw=222
export IMPL_holdWs_ns=1.96
export IMPL_worst_slack_ns=0.0398
export IMPL_fin_crit_ns=3.26
export IMPL_pre_cts_ws_ns=-0.361
export IMPL_flops=0
export IMPL_mux_share_pct=1.51
export IMPL_drt_total_wl_mm=10.4
export IMPL_cp_max_fo=8
export IMPL_vias_per_cell=5.89
export IMPL_ys_sh_simple_pct=41.9
export IMPL_lay_top_count="buf_4"
export IMPL_synthCells=313
export IMPL_cp_slowest_cell="clkdlybuf4s50_1"
export IMPL_diodes=0
export IMPL_clkPwrFrac_pct=0
export IMPL_grt_max_degree=20
export IMPL_grt_ovfl_total=0
export IMPL_path_cells="dlygate4sd2_1 > buf_6 > buf_6 > and2b_4 > buf_8 > a22oi_1 > o32ai_2 > a311oi_1 > nand3_1 > clkdlybuf4s50_1"
export IMPL_yosysSeqAreaShare_pct=0
export IMPL_ys_top_logic_family="simple AND/OR/NAND/NOR gates"
export IMPL_yosys_stat_cells=313
export IMPL_core_area_um2=6760
export IMPL_clkbuf_count=0
export IMPL_fmax_mhz=307
export IMPL_worstPathRequired_ns=2.64
export IMPL_min_period_over_period_pct=98.8
export IMPL_regArea_um2=0
export IMPL_layout_drive_gt1_share_pct=44.9
export IMPL_dieHeight_um=103
export IMPL_design_power_total_uw=445
export IMPL_setup_viol=0
export IMPL_cts_hold_buf=0
export IMPL_drt_iter0_markers=238
export IMPL_critPathCaptureType="output port"
export IMPL_die_w_um=103
export IMPL_yosys_area_top_type_share_pct=6.62
export IMPL_synth_compound_area_share_pct=38.5
export IMPL_drc=0
export IMPL_critical_path_startpoint_type="input pin"
export IMPL_combPwrFrac_pct=100.0
export IMPL_crit_top_cell="buf_6"
export IMPL_lay_top_cells="105 x buf_4, 33 x nand2_1, 24 x nor2_1, 24 x a21oi_1"
export IMPL_run_status="finished, final reports clean"
export IMPL_hold_viol_final=0
export IMPL_cap_viol_max_count=0
export IMPL_log_warning_count=34
export IMPL_chipArea_um2=10600
export IMPL_synthAdderAreaFrac_pct=0
export IMPL_ys_sh_xor_pct=1.77
export IMPL_num_rows=30
export IMPL_fp_utilization_pct=29.4
export IMPL_port_buffers=37
export IMPL_ys_area_um2=1980
export IMPL_crit_arrival_ns=2.60
export IMPL_num_vias=3071
==> layout make-up <==
cell class,instances,area (um2)
Inverter,6,22.5
Timing Repair Buffer,166,1440
Tap cell,80,100
Multi-Input combinational cell,269,1990
Fill cell,629,3200
==> layer usage <==
layer	routed length, um	track usage [%]	vias to the layer above	part of all wire [%]
li1	-	-	1441	-
met1	4500	26.2	1444	43
met2	4690	29.1	158	45
met3	972	4.06	28	9.3
met4	260	5.13	0	2.5
met5	0	0	-	0
==> Yosys cell counts, types with 4 or more instances <==
library cell  count
a21o_1            5
a21oi_1          26
a22oi_1           4
a311oi_1          6
a31oi_1           4
buf_2            12
buf_4            15
buf_6             4
clkbuf_1          4
inv_1             6
nand2_1          35
nand2b_1         11
nand3_1          19
nand4_1           6
nor2_1           30
nor2b_1           7
nor3_1            7
nor4_1            6
o211ai_1          6
o21ai_0          19
o31ai_1           4
==> final timing paths <==
check  startpoint  slack, ns      to
max         ra[5]       0.04  rd[22]
min         ra[4]       1.96  rd[25]
==> power groups by stage <==
| stage | Combinational, uW | Sequential [uW] | Clock, uW |
|---|---|---|---|
| 4_1_cts | 418 | 0 | 0 |
| 5_1_grt | 473 | 0 | 0 |
| 6_report | 445 | 0 | 0 |
==> metrics by stage <==
step                      std cells  TNS, ns  instance area (um2)
after global placement          507    -7.81                 3050
after global routing            521  -0.0361                 3550
after detailed placement        507    -7.72                 3050
final                           521        0                 3550
after CTS                       516        0                 3380
after floorplan                 314        0                 1990
==> what timing repair did <==
item | in CTS | in global routing
setup buffers | 9 | 6
endpoints found under the setup margin | 30 | 15
pin swaps | 14 | 17
gates resized | 86 | 40
cloned | 1 | 0
==> critical path, delay by kind of cell <==
kind / cells / cell delay, ns
compound gates: 3 / 0.60
buf+inv: 5 / 0.99
simple gates: 2 / 0.33
==> logic make-up (layout without fill, tap and decap cells) <==
logic type             after synthesis  after routing
AND/OR/NAND/NOR                    153            153
AND-OR/OR-AND                      107            107
buffers and inverters               45            172
XOR/XNOR                             4              4
multiplexers                         3              3
other                                1              2
Power and IR drop assume default switching activity.
