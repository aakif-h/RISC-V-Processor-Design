==> flow/design.v <==
`timescale 1ns / 1ps
module alu#(
        parameter DATA_WIDTH = 32,
        parameter OPCODE_LENGTH = 4
        )(
        input logic [DATA_WIDTH-1:0]    SrcA,
        input logic [DATA_WIDTH-1:0]    SrcB,
        input logic [OPCODE_LENGTH-1:0]    Operation,
        output logic[DATA_WIDTH-1:0] ALUResult
        );
        always_comb
        begin
            ALUResult = 'd0;
            case(Operation)
            4'b0000:         
                    ALUResult = SrcA + SrcB;
            4'b0001:         
                    ALUResult = $signed(SrcA) - $signed(SrcB);
            4'b0010:         
                    ALUResult = SrcA & SrcB;
			4'b0011:         
					ALUResult=SrcA | SrcB;
            4'b0100:         
                    ALUResult = $signed(SrcA) << $signed(SrcB);
			4'b0101:		 
					ALUResult = $signed(SrcA) >> $signed(SrcB);
			4'b0110:		 
					ALUResult = $signed(SrcA) >>> $signed(SrcB);
			4'b0111:		 
					ALUResult = ($signed(SrcA) == $signed(SrcB)) ? 32'b1 : 32'b0;
            4'b1000:		 
					ALUResult = ($signed(SrcA) != $signed(SrcB)) ? 32'b1 : 32'b0;
			4'b1001:		 
					ALUResult = ($signed(SrcA) < $signed(SrcB))  ? 32'b1 : 32'b0;
			4'b1010:		 
					ALUResult = ($signed(SrcA) >= $signed(SrcB)) ? 32'b1 : 32'b0;
			4'b1011:		 
					ALUResult = ($unsigned(SrcA) < $unsigned(SrcB))  ? 32'b1 : 32'b0;
			4'b1100:		 
					ALUResult = ($unsigned(SrcA) >= $unsigned(SrcB)) ? 32'b1 : 32'b0;
			4'b1101:		 
					ALUResult = SrcA ^ SrcB;
			default:
                    ALUResult = 'b0;
            endcase
        end
endmodule
==> flow/run.sh <==
#!/bin/bash
# OpenROAD 26Q1-2900-gdf79404cd8, Yosys 0.63+post, stock flow scripts
make -C /OpenROAD-flow-scripts/flow DESIGN_CONFIG=/design/flow/config.mk WORK_HOME=/design/flow/orfs finish
==> flow/config.mk <==
export PLATFORM = sky130hd
export DESIGN_NAME = alu
export DESIGN_NICKNAME = alu
export VERILOG_FILES = /design/flow/design.v
export SDC_FILE = /design/flow/constraint.sdc
export NUM_CORES = 4
export LEC_CHECK = 1
export CORE_UTILIZATION = 30
==> flow/constraint.sdc <==
current_design alu

set clk_period 18.1
set clk_io_pct 0.2

create_clock -name clk0 -period $clk_period

set non_clock_inputs [all_inputs -no_clocks]
set_input_delay [expr $clk_period * $clk_io_pct] -clock clk0 $non_clock_inputs
set_output_delay [expr $clk_period * $clk_io_pct] -clock clk0 [all_outputs]
==> impl_metrics.json <==
{
  "status": "finished clean",
  "gr-usage-all-layers": 0.327,
  "ys_warn_count": 1,
  "layout_top_cell": "a21oi_1",
  "top_area_frac": 0.129,
  "max_cap_violations": 0,
  "finalMaxSlewViolations": 0,
  "io_pins": 100,
  "groute.layer.met3.usage": 0.0481,
  "flop-count": 0,
  "rsz0062_at_grt": "no",
  "n_fill_cell": 3449,
  "die_area_sq_um": 33000,
  "syn-mean-instance-area_sq_um": 6.70,
  "slew_headroom": 0.351,
  "finalCriticalPeriod_ps": 12370,
  "max_freq_ghz": 0.0809,
  "yosysUniqueCellTypes": 78,
  "cts_setup_buffers": 0,
  "layout-drive-gt1-share": 0.0757,
  "peakVddDrop_mv": 0.0268,
  "nClkBuffers": 0,
  "start_kind": "input pin",
  "cts_resized": 0,
  "drc": 0,
  "busiest_layer": "met2",
  "antennaDiodeCount": 0,
  "ys_seq_frac": 0,
  "overflow": 0,
  "endpoint": "ALUResult[0]",
  "dr.pass1.iters": 6,
  "grt_pass1_wl_um": 78700,
  "viasPerCell": 6.49,
  "use_met1": 0.456,
  "grt_pass1_vias": 11373,
  "final_util": 0.342,
  "num_vias": 12132,
  "yosysChipArea_sq_um": 9680,
  "setup_violations": 0,
  "critPathRequiredTime_ps": 14480,
  "warning_count": 100,
  "area_leaders": "ha_1 (13%), a21oi_1 (7.3%), mux4_2 (7.2%), mux2i_1 (6.7%), o21ai_0 (5.8%)",
  "setup.worst_path.class": "input pin to primary output",
  "drt-total-wl_um": 53500,
  "place.gp.congestion": 1.11,
  "netlist_area_sq_um": 9680,
  "area_growth_syn_to_layout_pct": 11.9,
  "coreArea_sq_um": 31600,
  "arrival_ps": 8750,
  "seqCellArea_sq_um": 0,
  "met2_usage": 0.507,
  "min_period_over_period": 0.683,
  "finalSetupTns_ps": 0,
  "p_leak_nw": 4.32,
  "layout_top_cells": "a21oi_1 (142), nand2_1 (136), nor2_1 (128)",
  "fp_util": 0.306,
  "power.density_nw_per_um2": 28.2,
  "postCtsHoldBufs": 0,
  "drtIter0Drc": 1403,
  "drt-wirelength-per-cell_um": 28.6,
  "grt_max_degree": 72,
  "fp-row-count": 65,
  "yosys.area.top_type": "ha_1",
  "antenna_found_initial": 2,
  "ys_cells": 1445,
  "port-buffer-count": 100,
  "hold_class": "input pin to primary output",
  "die_x_um": 182,
  "crit_fanout": 15,
  "fp.dieH_um": 182,
  "tightest_slew_ps": 974,
  "startpoint": "SrcA[27]",
  "dpl.hpwl_um": 41900,
  "hold_violations": 0,
  "ant_nets": 0,
  "synth_cells": 1445,
  "endpoint_kind": "primary output"
}
synthesized netlist by cell type, drive strengths merged, types with 17 or more instances:
| library cell | n |
|---|---|
| mux2 | 18 |
| a31oi | 21 |
| a221oi | 34 |
| a211oi | 41 |
| o211ai | 17 |
| mux4 | 31 |
| inv | 96 |
| o21ai | 113 |
| nand3 | 28 |
| nand2b | 18 |
| nand2 | 136 |
| buf | 34 |
| ha | 100 |
| nor2 | 128 |
| nor3 | 52 |
| o31ai | 17 |
| a21oi | 142 |
| o22ai | 26 |
| mux2i | 65 |
| clkbuf | 81 |
| a21o | 20 |
worst min-delay path by stage:
stage / from / endpoint / cells after the start
5_1_grt: SrcB[1] / ALUResult[1] / 5
6_report: SrcB[1] / ALUResult[1] / 5
4_1_cts: SrcB[1] / ALUResult[1] / 5
logic make-up after synthesis:
group	Yosys count	share of synthesized area
fa+ha+maj	102	0.133
xor+xnor	8	0.00724
simple gates	445	0.213
compound gates	558	0.382
buf+inv	218	0.104
mux	114	0.160
critical path: stages:
cell and delay, ps:
clkdlybuf4s50_1 740, inv_1 90, ha_1 530, or4_4 600, or4b_4 540, nor4_2 470, nand4_1 480, and4b_1 370
or4_1 520, or3_1 360, clkdlybuf4s50_1 410
final cells by class:
cell class	count	area, sq um	share of cell area
Timing Repair Buffer	137	1260	0.116
Multi-Input combinational cell	1227	8690	0.802
Tap cell	402	503	0.0464
Inverter	102	383	0.0354
stage by stage:
step | area, sq um | total power [mW] | cells | hold WS, ps | worst slack [ps]
2_1_floorplan | 9680 | 0.184 | 1445 | 7460 | 7220
3_3_place_gp | 10800 | 0.299 | 1868 | 8340 | 5740
3_5_place_dp | 10800 | 0.296 | 1868 | 8320 | 5810
4_1_cts | 10800 | 0.298 | 1868 | 8330 | 5790
5_1_grt | 10800 | 0.327 | 1868 | 8410 | 5660
6_report | 10800 | 0.305 | 1868 | 8320 | 5730
power breakdown:
part	internal, mW	switching, mW	leakage (nW)
combinational	0.117	0.188	4.32
sequential	0	0	0
clock	0	0	0
layer usage:
| metal | up-vias | part of all wire |
|---|---|---|
| met5 | - | 0.00024 |
| li1 | 5510 | - |
| met1 | 5801 | 0.43 |
| met3 | 118 | 0.080 |
| met2 | 701 | 0.44 |
| met4 | 2 | 0.052 |
Power is estimated from default activity; no workload was simulated.
